==> ./design.v <==
module registerFile(addr1,addr2,out1,out2,addr_in,in,clk,rst);
input [4:0] addr1;	
input [4:0] addr2;	
output [31:0] out1;	
output [31:0] out2;	
input [4:0] addr_in;	
input [31:0] in;	
reg [31:0] out1;
reg [31:0] out2;
input clk, rst;
integer i;
reg [31:0] regmem [15:0];
always @(posedge clk)
begin
		out1 <= regmem[addr1];
		out2 <= regmem[addr2];
end
	always@ (negedge clk or posedge rst)
	if(rst)
	begin 
	for(i = 0;i<16;i=i+1)
	begin
	regmem [i]=32'b0;
	end
	end
		else 
		begin
		 regmem[addr_in] <= in;
		end
endmodule
==> ./run.sh <==
#!/bin/bash
# OpenROAD 26Q1-2900-gdf79404cd8, Yosys 0.63+post, stock flow scripts
make -C /OpenROAD-flow-scripts/flow DESIGN_CONFIG=/design/flow/config.mk WORK_HOME=/design/flow/orfs finish
==> ./config.mk <==
export PLATFORM = sky130hd
export DESIGN_NAME = registerFile
export DESIGN_NICKNAME = registerFile
export VERILOG_FILES = /design/flow/design.v
export SDC_FILE = /design/flow/constraint.sdc
export NUM_CORES = 4
export LEC_CHECK = 1
export CORE_UTILIZATION = 40
==> ./constraint.sdc <==
current_design registerFile

set clk_period 2.3
set clk_io_pct 0.2

create_clock -name clk0 -period $clk_period [get_ports {clk}]

set non_clock_inputs [all_inputs -no_clocks]
set_input_delay [expr $clk_period * $clk_io_pct] -clock clk0 $non_clock_inputs
set_output_delay [expr $clk_period * $clk_io_pct] -clock clk0 [all_outputs]
==> flow.log <==
[flow] final metrics
[metrics] worst reg-to-reg path cell count: 3
[metrics] min setup slack post-route: -0.4115 ns
[metrics] overall die width: 268.6 um
[metrics] hold-critical path endpoint: regmem[11][11]$_DFFE_NP0N_
[metrics] met3 Resource Use GR: 0.2038
[metrics] clock transition time at the flip-flop clock pins of the worst setup and hold paths: 0.05 ns
[metrics] clock latency of the later-clocked register in the worst-skew pair: 0.64 ns
[metrics] Slowest Stage Delay on Critical Path: 0.53 ns
[metrics] RSZ-0062 raised after global routing: yes
[metrics] mux frac, synth: 0.2642
[metrics] leading cell type in the layout, fill and taps excluded: dfrtn_1
[metrics] number of cells in the finished layout apart from fillers: 3949
[metrics] largest fanout on the critical path: 2
[metrics] final hold viol count: 0
[metrics] tally of filler cells in the layout: 5237
[metrics] number of inserted diodes: 0
[metrics] Pwr Density: 846.5 mW/mm^2
[metrics] count of boundary I/O pins: 113
[metrics] number of H-tree levels: 3
[metrics] antenna violations before repair: 3
[metrics] Sequential Area: 0.01409 sq mm
[metrics] pin count of the biggest net entering global routing: 35
[metrics] Worst VDD drop: 0.6353 mV
[metrics] Num CTS Buffers: 69
[metrics] Worst slew margin: 0.4706
[metrics] violations in the final reports: setup timing
[metrics] floorplan core density: 0.4054
[metrics] critical path launch point type: register
[metrics] Overall Global Routing Usage: 0.3880
[metrics] met1 Resource Use GR: 0.5162
[metrics] MI comb area: 0.01604 sq mm
[metrics] launching point of the worst reg2reg path: regmem[11][13]$_DFFE_NP0N_
[metrics] overall power after layout: 35.55 mW
[metrics] clock tree from TritonCTS: built
[metrics] TritonCTS Sinks: 576
[metrics] area share of xor/xnor cells in the synthesized design: 0
[metrics] WL/cell: 33.83 um
[metrics] path type of the worst setup path: reg -> reg
[metrics] signed area change from the synthesized netlist to the final layout: 47.69%
[metrics] met2 track utilization from global routing: 0.5217
[metrics] DP Wirelength: 79.25 mm
[metrics] outcome: finished, violations left
[metrics] Cells after Synth: 2398
[metrics] leakage power: 18.56 nW
[metrics] Basic Gates by Area: 0.04919
[metrics] final-report max-slew violation count: 0
[metrics] Top Usage Layer GRT: met2
[metrics] capture point of the worst reg-to-reg path: out1[13]$_DFF_P_
[metrics] sequential fraction of the synthesis area: 0.4956
[metrics] Synth logic family: multiplexers
[metrics] critical path arrival: 3.16 ns
[metrics] First-pass DRT Iterations: 8
[metrics] cells in synth_stat.txt: 2398
[metrics] library cell used as clock root buffer: clkbuf_16
[metrics] Core Footprint: 0.07015 sq mm
[metrics] worst clock skew on the final layout: 0.04575 ns
[metrics] Syn Area/Cell: 11.86 sq um
[metrics] final-report setup violation count: 532
[metrics] Final Routed Wirelength: 133.6 mm
[metrics] distinct cell type count after synthesis: 58
[metrics] Tightest Hold Check Type: reg -> reg
[metrics] data required time of the critical path: 2.74 ns
[metrics] HP Start: regmem[11][11]$_DFFE_NP0N_
[metrics] fraction of final layout cells sized beyond drive strength 1: 0.4819
[metrics] warnings from Yosys: 2
[metrics] maximum buffer depth of the clock tree: 3
[metrics] Hold Buf Count CTS: 0
[metrics] most used flip-flop cell: dfrtn_1
[metrics] FFs w/ async S/R, synth: 0.8889
[metrics] adder share: 0
[metrics] via count of the routed design: 25280
[metrics] Die Footprint: 0.07216 sq mm
[metrics] cell with the biggest individual delay on the critical path: a222oi_1
[metrics] Total Negative Setup Slacks: -60.78 ns
[metrics] commonest non-fill, non-tap cells in the layout: dfrtn_1 (512), mux2_4 (463), buf_4 (395), buf_12 (149), mux2i_1 (147)
[metrics] weighted congestion reported at the end of routability-driven placement: 0.9787
[metrics] sort of element at the end of the critical path: register
[metrics] hold-critical path depth: 1
[metrics] number of I/O port buffers: 109
[metrics] wire length of the first global-routing pass: 190.2 mm
[metrics] post-route cell area: 0.04200 sq mm
[metrics] R2R setup slack: -0.41 ns
[metrics] cell area after technology mapping: 0.02844 sq mm
[metrics] Die H: 268.6 um
[metrics] post-synthesis compound-gate area fraction: 0.1533
[metrics] number of antenna-violating nets in the routed design: 0
[metrics] Worst Max-Slew Pin Slew: 0.7912 ns
[metrics] Placed Cells incl. Taps: 3719
[metrics] vias in the first global route: 26270
[metrics] area post-placement: 0.03609 sq mm
[metrics] EDFF count, synth: 0
[metrics] post-synthesis sequential element count: 576
[metrics] Post-route DRC: 0
[metrics] chip area from the yosys synthesis statistics: 0.02844 sq mm
[metrics] number of rows in the core area: 97
[metrics] number of DRC violations after detailed-routing iteration 0: 2367
[metrics] average vias per placed instance: 6.401
[metrics] GRT Residual Overflow: 0
[metrics] Tool Warnings: 31
[metrics] cells along the critical path: mux2_4, a222oi_1, a41oi_2
[metrics] Max-cap violations: 0
-- worst max-delay path by stage --
| stage | startpoint | endpoint | slack [ns] | cells after the start |
|---|---|---|---|---|
| CTS | regmem[11][13]$_DFFE_NP0N_ | out1[13]$_DFF_P_ | -0.31 | 3 |
| global route | regmem[9][18]$_DFFE_NP0N_ | out2[18]$_DFF_P_ | -0.38 | 4 |
| finish | regmem[11][13]$_DFFE_NP0N_ | out1[13]$_DFF_P_ | -0.41 | 3 |
-- power breakdown --
part           switching (mW)  internal, mW  total, mW
sequential               1.77          12.6       14.3
clock                    4.67          6.85       11.5
combinational            3.77          5.91       9.68
-- registers in the layout (all words and copies together), names as in the netlist --
register,cells
out2,32
regmem,512
out1,32
-- worst max-delay path: cells and delay by family (launching register included) --
family | cells | cell delay [ns]
AOI/OAI and AO/OA | 2 | 0.79
DFF | 1 | 0.33
muxes | 1 | 0.28
-- cells by family after synthesis --
family | after synthesis
multiplexers | 684
AND-OR/OR-AND | 601
flip-flops | 576
AND/OR/NAND/NOR | 292
buffers and inverters | 245
-- Yosys cell counts (all sizes together), types with 48 or more instances --
| master | n | share of area |
|---|---|---|
| a22oi | 173 | 0.046 |
| nor2 | 113 | 0.015 |
| clkbuf | 111 | 0.015 |
| nand2 | 48 | 0.0063 |
| mux2 | 532 | 0.21 |
| dfrtn | 512 | 0.45 |
| o22ai | 72 | 0.016 |
| o21ai | 66 | 0.012 |
| dfxtp | 64 | 0.045 |
| a21oi | 67 | 0.012 |
| mux2i | 152 | 0.054 |
| buf | 124 | 0.022 |
-- layer usage --
metal	up-vias	routed length (um)
met1	12730	50480
met4	10	8727
met5	-	93
li1	10250	-
met3	514	19130
met2	1773	55170
-- repair_timing --
item                                    4_1_cts  5_1_grt
resized                                     362      191
gates cloned                                 43        5
pin swaps                                   130       77
endpoints found under the setup margin      575      576
setup buffers                                77       28
-- stage by stage --
| stage | hold slack (ns) | utilization | setup WS (ns) |
|---|---|---|---|
| after global routing | 0.4719 | 0.5987 | -0.3785 |
| after CTS | 0.4222 | 0.5953 | -0.3125 |
| after floorplan | 0.4427 | - | -6.035 |
| after global placement | 0.4576 | 0.5144 | -1.280 |
| final | 0.4813 | 0.5987 | -0.4115 |
| after detailed placement | 0.4608 | 0.5144 | -1.305 |
-- cell type report --
cell class / count / area share
timing repair buffer: 721 / 0.1967
tap: 940 / 0.02800
clock inverter: 25 / 0.007746
sequential: 576 / 0.3356
clock buffer: 100 / 0.04916
multi-input combinational: 1577 / 0.3819
inverter: 10 / 0.0009831
Power and IR drop assume default switching activity.
