==> flow/design.v <==
module alu(ctl, a, b, resultado);
  input [1:0] ctl;
  input [31:0] a, b;
  output reg [31:0] resultado;
  always @(*)
  begin
    case (ctl)
      2'b00 : resultado = a & b;  
      2'b01 : resultado = a | b;  
      2'b10 : resultado = a + b;  
      2'b11 : resultado = a - b;  
      default : resultado = 32'hxxxxxxxx;
   endcase
 end
endmodule
==> flow/run.sh <==
#!/bin/bash
# OpenROAD 26Q1-2900-gdf79404cd8, Yosys 0.63+post, stock flow scripts
make -C /OpenROAD-flow-scripts/flow DESIGN_CONFIG=/design/flow/config.mk WORK_HOME=/design/flow/orfs finish
==> flow/config.mk <==
export PLATFORM = sky130hd
export DESIGN_NAME = alu
export DESIGN_NICKNAME = alu
export VERILOG_FILES = /design/flow/design.v
export SDC_FILE = /design/flow/constraint.sdc
export NUM_CORES = 4
export LEC_CHECK = 1
export CORE_UTILIZATION = 40
==> flow/constraint.sdc <==
current_design alu

set clk_period 26.3
set clk_io_pct 0.2

create_clock -name clk0 -period $clk_period

set non_clock_inputs [all_inputs -no_clocks]
set_input_delay [expr $clk_period * $clk_io_pct] -clock clk0 $non_clock_inputs
set_output_delay [expr $clk_period * $clk_io_pct] -clock clk0 [all_outputs]
==> run_results.csv <==
group,metric,value,unit
detailed_routing,vias,3480,
run,warning_count,35,
global_routing,antenna_found_initial,0,
setup_path,cp_max_fo,6,
yosys,synth_cells,467,
detailed_routing,ant_nets,0,
yosys,ys_cells,467,
die,pin_count,98,
run,maxCapViolCount,0,
yosys,yosys_area,3148,sq um
min_path,holdPathEnd,"resultado[4]",
final_timing,fin_crit_sh,0.5693,
clocking,ctsHoldBuffers,0,
setup_path,path_class,"input port to output pin",
yosys,postSynthSeqShare,0,
global_routing,grt_max_degree,56,
die,dieHeight,90.72,um
global_routing,grt_pass1_vias,3092,
pwr,clock_power_share,0,
setup_path,crit_arrival,9.71,ns
clocking,post_cts_resized,0,
detailed_routing,antenna_cells,0,
pwr,p_seq_frac,0,
yosys,syn_avg_cell_area,6.741,sq um
final_timing,worstMarginPinSlew,0.9134,ns
pwr,pwr-share-comb,1.000,
finish,syn_to_final_growth,31.68,%
final_timing,slew_headroom,0.3846,
final_timing,rsz0062_at_grt,"no",
setup_path,critPathRequiredTime,21.04,ns
yosys,synth.distinct_cells,61,
detailed_routing,drt_pre_antenna_iters,4,
die,core_area,7447,sq um
finish,final_core_util,0.5566,
final_timing,fin_tns_setup,0,ns
clocking,cts_setup_buffers,0,
yosys,yosysWarnings,1,
run_status,outcome,"completed",
final_timing,finalHoldViolCount,0,
finish,lay_top_cells,"98 x clkdlybuf4s50_1, 55 x nand2_1, 52 x a21oi_1",
min_path,whs_path_depth,4,
die,dieArea,8229,sq um
pwr,sw_frac_of_total,0.4814,
pwr,internal_power,0.06136,mW
die,initCoreUtil,0.4227,
pwr,ir_drop,0.01198,mV
placed_design,hpwlAfterDp,7.846,mm
finish,lay_top_count,"clkdlybuf4s50_1",
min_path,min_path_type,"input port to output pin",
die,num_rows,31,
final_timing,max_clock_freq,66.79,MHz
detailed_routing,drc_errors,0,
setup_path,end_kind,"output pin",
die,die_x,90.72,um
setup_path,start_kind,"input port",
finish,flop_area,0,sq um
detailed_routing,vias_per_cell,5.438,
global_routing,grt_usage,0.2326,
finish,nClkBuffers,0,
pwr,power.leakage,1.613,nW
final_timing,maxSlewViolCount,0,
placed_design,io_buffers,98,
detailed_routing,wl_per_cell,15.21,um
pwr,power.total,0.1183,mW
pwr,p_switching,0.05696,mW
finish,ff_count,0,
finish,drive_gt1_frac,0.03327,
detailed_routing,routed_wirelength,9.736,mm
placed_design,gp_congestion,0.9157,
detailed_routing,drtIter0Drc,110,
global_routing,overflow,0,
global_routing,grt_pass1_wl,15.55,mm
pwr,p_per_area,28.54,nW/um^2
min_path,hold_start,"a[4]",
final_timing,fin_crit,14.97,ns
yosys,syn_area,3148,sq um
final_timing,final-setup-viol-count,0,
[metrics by stage]
stage / instance area (sq um) / cells / hold WS [ns] / worst slack, ns
after floorplan: 3148 / 467 / 10.63 / 12.81
after global placement: 4145 / 640 / 11.59 / 11.39
after detailed placement: 4145 / 640 / 11.57 / 11.34
after CTS: 4145 / 640 / 11.59 / 11.34
after global routing: 4145 / 640 / 11.64 / 11.02
final: 4145 / 640 / 11.59 / 11.33
[power by group through the flow]
stage     Sequential (mW)  Combinational [mW]  Clock (mW)
5_1_grt                 0               0.131           0
6_report                0               0.118           0
4_1_cts                 0               0.118           0
[metal layers]
metal	vias up	GRT usage	wire [um]
met2	87	0.3598	4171
li1	1841	-	-
met3	6	0.007692	470
met4	0	0.005376	29
met5	-	0	0
met1	1546	0.3747	5064
[layout make-up]
type | instances | area [sq um]
fill | 735 | 3302
inverter | 22 | 82.58
multi-input combinational | 420 | 2950
tap | 99 | 123.9
timing repair buffer | 99 | 988.4
[worst max path at each step]
stage / startpoint / cells after the start / to / slack [ns]
4_1_cts: b[4] / 16 / resultado[31] / 11.34
5_1_grt: ctl[1] / 14 / resultado[11] / 11.02
6_report: b[4] / 16 / resultado[31] / 11.33
[cells by family after synthesis]
logic type | share of synthesized area
and+or+nand+nor | 0.2337
adders and majority gates | 0.2305
AOI/OAI and AO/OA | 0.3041
muxes | 0.01272
xor gates and xnor gates | 0.1562
buffers and inverters | 0.06280
[cell usage after synthesis (all sizes together) (2+ instances only)]
master	number	area share
clkbuf	24	0.035
a211o	2	0.0056
o31ai	3	0.0072
and3	4	0.010
inv	22	0.026
a31oi	4	0.019
nand2b	7	0.014
a21o	9	0.021
xnor2	38	0.11
nor3b	2	0.0048
nor2b	3	0.0060
o21a	4	0.0095
nor2	28	0.033
ha	34	0.14
or4	3	0.0087
nand3b	2	0.0048
maj3	28	0.089
o311ai	2	0.0056
nand2	55	0.066
nor3	10	0.016
a211oi	2	0.0048
o21bai	8	0.019
and2	5	0.010
nand4	8	0.016
or2	4	0.0080
mux2i	4	0.013
nand3	7	0.011
nor4	5	0.019
xor2	16	0.045
o21ai	51	0.081
a21oi	52	0.083
a41o	2	0.0064
o41ai	5	0.014
[critical path, cell delays in order]
cell and delay [ns]:
clkdlybuf4s50_1 0.49, nor3_1 0.35, nor2b_1 0.32, nand2_1 0.20
o31ai_1 0.30, xor2_1 0.11, ha_1 0.42, nand4_1 0.21
or2_0 0.27, a21oi_1 0.15, a21oi_1 0.10, or4_4 0.53
a31oi_4 0.24, mux2i_1 0.10, o22ai_1 0.16, clkdlybuf4s50_1 0.50
No activity file was given, so power comes from the tool's default toggle rates.
